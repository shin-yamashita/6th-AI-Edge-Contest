**flow/design.v**
```verilog
`timescale 1ns/1ps
module adrtag (
  input  logic [3:0]  a,
  input  logic [22:0] d,   
  input  logic [3:0]  dpra, 
  input  logic        clk,
  input  logic        we,
  input  logic        xrst,
  output logic [22:0] dpo
);
  reg [22:0] mem [15:0]  ;
  always @(posedge clk) begin
    if(!xrst) begin
      for(int i = 0; i < 16; i++)
        mem[i] <= d;
    end else if(we) begin
      mem[a] <= d;
    end
  end
  assign dpo = mem[dpra];
endmodule
```
**flow/run.sh**
```bash
#!/bin/bash
# OpenROAD 26Q1-2900-gdf79404cd8, Yosys 0.63+post, stock flow scripts
make -C /OpenROAD-flow-scripts/flow DESIGN_CONFIG=/design/flow/config.mk WORK_HOME=/design/flow/orfs finish
```
**flow/config.mk**
```make
export PLATFORM = sky130hd
export DESIGN_NAME = adrtag
export DESIGN_NICKNAME = adrtag
export VERILOG_FILES = /design/flow/design.v
export SDC_FILE = /design/flow/constraint.sdc
export NUM_CORES = 4
export LEC_CHECK = 1
export CORE_UTILIZATION = 50
```
**flow/constraint.sdc**
```tcl
current_design adrtag

set clk_period 6.2
set clk_io_pct 0.2

create_clock -name clk0 -period $clk_period [get_ports {clk}]

set non_clock_inputs [all_inputs -no_clocks]
set_input_delay [expr $clk_period * $clk_io_pct] -clock clk0 $non_clock_inputs
set_output_delay [expr $clk_period * $clk_io_pct] -clock clk0 [all_outputs]
```
==> results_dict.tcl <==
# metrics dict for downstream scripts
set metrics [dict create \
    slowest_delay_ps 550 \
    grt_util_all_layers_pct 23.56 \
    gp_congestion 0.7626 \
    rows 60 \
    synth.distinct_cells 17 \
    die_w_um 168.8 \
    p_leak_uw 0.005419 \
    antenna_found_initial 1 \
    reg.largest.list "mem: 368 flops" \
    grt_start_max_net_pins 55 \
    yosys-stat-cells 591 \
    clockRootBuffer "clkbuf_16" \
    crit_fanout 38 \
    status "finished clean" \
    fmax_ghz 0.2149 \
    cts-resized-gates 0 \
    wl_um 28080 \
    tool_warnings 25 \
    simple_gate_share_pct 1.143 \
    area_leaders "edfxtp_1, mux4_2, a22oi_1" \
    synth.cellmix.xorXnorShare_pct 0 \
    grt_pass1_wl_um 42480 \
    insertedDiodeCount 0 \
    grt_pass1_vias 7211 \
    num_vias 6356 \
    top_usage_layer "met2" \
    io_buffers 56 \
    grt_setup_unrepaired "no" \
    cpLargestDelayFamily "buffers and inverters" \
    yosys_warnings 1 \
    core_area_um2 27100 \
    postCtsHoldBufs 0 \
    cts_setup_buffers 0 \
    io_pins 57 \
    drt-wirelength-per-cell_um 26.05 \
    async_reset_ff_share_pct 0 \
    dr.pass1.iters 4 \
    fp_util_pct 51.32 \
    cts_made_buffers 38 \
    path_cells "buf_6, buf_4, mux4_2, a22oi_1, nand2_1, clkdlybuf4s50_1" \
    fp.dieH_um 168.8 \
    slew-limit-headroom_pct 44.26 \
    timing.setup.tns_ps 0 \
    post-route-drc-count 0 \
    syn_area_per_cell_um2 23.53 \
    largest_register_ffs 368 \
    ys_sh_mux_pct 14.90 \
    setup_viol 0 \
    drt_iter0_markers 498 \
    area_growth_pct 17.98 \
    postSynthSeqShare_pct 79.46 \
    via_per_inst 5.896 \
    placed_cells 1012 \
    tightestPinTransition_ps 836.2 \
    finalCriticalPeriod_ps 4653 \
    clk_pin_slew_ps 50 \
    p_per_area_nw_per_um2 347.9 \
    ys_sh_aoi_pct 3.257 \
    path_class "in2out" \
    worstPathRequired_ps 4960 \
    final_cells 1078 \
    cts_tree "done" \
    synth_top_cell_by_area "edfxtp_1" \
    max-vdd-ir-drop_mv 0.2636 \
    use_met1_pct 31.81 \
    clock_sink_count 368 \
    yosys_area_um2 13910 \
    cp-start-kind "input port" \
    fin_crit_sh_pct 75.05 \
    drv_slew 0 \
    hold_path_class "in2reg" \
    ys.flops 368 \
    overflow 0 \
    dieArea_um2 28490 \
    yosysMostFrequentCell "edfxtp_1" \
    drive_gt1_share_pct 26.77 \
    cts_buffer_depth 3 \
    grt_use_met2_pct 34.69 \
    hold_viol 0 \
    synth-edff-count 368 \
    slowest_stage "mux4_2" \
    cp-end-kind "primary output" \
    top_logic_kind "multiplexers" \
    htreeDepth 2 \
    ys_sh_adder_pct 0 \
    synth_cells 591 \
    fillers 1820 \
    ant_nets 0 \
    top_area_share_pct 79.46 \
    max_cap_violations 0 \
    synth-main-ff-cell "edfxtp_1" \
    syn-cell-area_um2 13910 \
    arrival_ps 3410 \
    top_cells_by_count "edfxtp_1, mux4_2, a22oi_1" \
    hpwl_um 14090 \
    regMostFlops "mem" \
    cp_num_buf_inv 3 \
    grt_util_met3_pct 16.93 \
]
cells in the final DEF (no fill, tap or decap):
cell             instances
o31ai_4                  8
clkinvlp_4               1
nor2_2                   1
buf_4                   24
nor2b_1                  1
nand2_1                 27
edfxtp_1               368
o21ai_4                  6
mux4_2                  92
clkbuf_16               41
nand2b_1                 3
buf_6                    1
clkinv_2                 5
buf_12                   2
o41ai_2                  2
clkbuf_1                 5
clkdlybuf4s50_1         54
bufinv_16                4
nor2b_2                  2
and2_1                   1
clkinv_1                10
nand3_1                  2
a22oi_1                 46
report_power, final:
| group | total [uW] | switching [uW] | internal (uW) |
|---|---|---|---|
| registers | 3030 | 49.1 | 2980 |
| logic | 444 | 228 | 216 |
| clock network | 2230 | 876 | 1360 |
| total | 5710 | 1150 | 4550 |
through the flow:
| step | setup slack (ps) | utilization (%) | instance area [um^2] | power (uW) | hold WS (ps) |
|---|---|---|---|---|---|
| after floorplan | 1801 | - | 13910 | 3308 | 1339 |
| after global placement | 1482 | 55.98 | 15170 | 3511 | 2117 |
| after detailed placement | 1495 | 55.98 | 15170 | 3533 | 2156 |
| after CTS | 1481 | 60.54 | 16410 | 5754 | 1619 |
| after global routing | 1337 | 60.54 | 16410 | 5898 | 1680 |
| final | 1547 | 60.54 | 16410 | 5707 | 1628 |
worst paths after layout:
check | start | endpoint | slack, ps | cells past startpoint
max | dpra[0] | dpo[15] | 1550 | 6
min | d[21] | mem[2][21]$_DFFE_PP_ | 1630 | 1
cell type report:
type                    count  area [um^2]  area share (%)
repair buffers             81        772.0           4.705
multi-input cells         191         2884           17.58
clock inverters            20        190.2           1.159
clock buffers              46         1045           6.368
flip-flops and latches    368        11050           67.35
well taps                 372        465.4           2.837
layer usage:
layer	wire, um	vias to the layer above
li1	-	2728
met1	9339	3171
met2	13720	409
met3	4514	46
met4	493	2
met5	8	-
logic make-up (layout without fill, tap and decap cells):
group,Yosys count,after routing
buf+inv,32,147
simple gates,37,37
compound gates,62,62
mux,92,92
flops,368,368
Power and IR drop assume default switching activity.
