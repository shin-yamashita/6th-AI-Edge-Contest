$ cat flow/design.v
`timescale 1ns/1ns
 typedef logic [1:0]         u2_t;
 typedef logic [2:0]         u3_t;
 typedef logic signed [2:0]  s3_t;
 typedef logic [3:0]         u4_t;
 typedef logic signed [3:0]  s4_t;
 typedef logic [4:0]         u5_t;
 typedef logic [5:0]         u6_t;
 typedef logic [6:0]         u7_t;
 typedef logic [7:0]         u8_t;
 typedef logic signed [7:0]  s8_t;
 typedef logic [8:0]         u9_t;
 typedef logic signed [8:0]  s9_t;
 typedef logic [9:0]         u10_t;
 typedef logic signed [9:0]  s10_t;
 typedef logic [10:0]        u11_t;
 typedef logic signed [10:0] s11_t;
 typedef logic [11:0]        u12_t;
 typedef logic signed [11:0] s12_t;
 typedef logic [15:0]        u16_t;
 typedef logic signed [15:0] s16_t;
 typedef logic [16:0]        u17_t;
 typedef logic signed [16:0] s17_t;
 typedef logic [17:0]        u18_t;
 typedef logic signed [17:0] s18_t;
 typedef logic [19:0]        u20_t;
 typedef logic signed [19:0] s20_t;
 typedef logic [21:0]        u22_t;
 typedef logic signed [21:0] s22_t;
 typedef logic [22:0]        u23_t;
 typedef logic [23:0]        u24_t;
 typedef logic signed [23:0] s24_t;
 typedef logic [24:0]        u25_t;
 typedef logic [25:0]        u26_t;
 typedef logic [26:0]        u27_t;
 typedef logic [27:0]        u28_t;
 typedef logic signed [27:0] s28_t;
 typedef logic [28:0]        u29_t;
 typedef logic signed [28:0] s29_t;
 typedef logic [31:0]        u32_t;
 typedef logic signed [31:0] s32_t;
 typedef logic [32:0]        u33_t;
 typedef logic signed [32:0] s33_t;
 typedef logic [33:0]        u34_t;
 typedef logic signed [33:0] s34_t;
 typedef logic [39:0]        u40_t;
 typedef logic [47:0]        u48_t;
 typedef logic signed [47:0] s48_t;
 typedef logic [63:0]        u64_t;
 typedef logic signed [63:0] s64_t;
module rv_regf 
  # (parameter Nregs = 16)
  (
  input  logic clk,
  input  u5_t  ars1,	 
  input  u5_t  ars2,	 
  output u32_t rs1,	 
  output u32_t rs2,	 
  input  u5_t  awd,	 
  input  logic we,	 
  input  u32_t wd	 
  );
  u32_t regf[Nregs];	 
  always @(posedge clk) begin
    if(awd > 0 && we)
      regf[awd] <= wd;
  end
  always_comb begin
    if(ars1 == 5'd0)
      rs1 <= 32'd0;
    else
      rs1 <= regf[ars1];
    if(ars2 == 5'd0)
      rs2 <= 32'd0;
    else
      rs2 <= regf[ars2];
  end
endmodule
$ cat flow/run.sh
#!/bin/bash
# OpenROAD 26Q1-2900-gdf79404cd8, Yosys 0.63+post, stock flow scripts
make -C /OpenROAD-flow-scripts/flow DESIGN_CONFIG=/design/flow/config.mk WORK_HOME=/design/flow/orfs finish
$ cat flow/config.mk
export PLATFORM = sky130hd
export DESIGN_NAME = rv_regf
export DESIGN_NICKNAME = rv_regf
export VERILOG_FILES = /design/flow/design.v
export SDC_FILE = /design/flow/constraint.sdc
export NUM_CORES = 4
export LEC_CHECK = 1
export CORE_UTILIZATION = 50
$ cat flow/constraint.sdc
current_design rv_regf

set clk_period 11.6
set clk_io_pct 0.2

create_clock -name clk0 -period $clk_period [get_ports {clk}]

set non_clock_inputs [all_inputs -no_clocks]
set_input_delay [expr $clk_period * $clk_io_pct] -clock clk0 $non_clock_inputs
set_output_delay [expr $clk_period * $clk_io_pct] -clock clk0 [all_outputs]
==> run notes <==
Notes from the flow run.

Min path:
- The run gives the worst hold-check path type as input pin to register.
- The run puts the number of instances on the worst hold path at 1.
- For the worst min-delay path, the startpoint reported by OpenROAD is wd[31].
- The worst hold path terminates at regf[3][31].

Synth:
- The run puts the share of the synthesized area in the top cell type at 0.6453.
- The run puts the number of synthesized register bits at between 500 and 600.
- The commonest register cell is edfxtp_1.
- The main area contributors are edfxtp_1 65%, mux4_2 11%, mux2i_1 7.8%, mux2_2 3.0%, o22ai_1 1.2%.
- The run gives the most common cell in the synthesized netlist as edfxtp_1.
- The run gives the proportion of register bits with asynchronous set or reset after synthesis as 0.
- In the Yosys stats the netlist draws on 37 distinct library cells.
- In this run the cell area of the synthesized design comes to roughly 24000 sq um.
- After synthesis, the most frequently instantiated cells are 512 x edfxtp_1, 185 x mux2i_1, 119 x mux4_2, 64 x mux2_2, 60 x nand2_1.
- The run puts the count of instantiated cells in the yosys netlist at ~1400.
- The run gives the cell type with the largest total area as edfxtp_1.
- The run gives the area figure in the yosys stat output as between 20000 and 25000 sq um.
- The synthesized design contains between 500 and 600 enable-type register cells.
- The run puts the number of warnings issued by yosys at 1.
- The run puts the mean instance size in the synthesized netlist at 17.08 sq um.
- The run gives the fraction of the yosys area taken by sequential cells as 0.6453.
- In the synthesized netlist, the number of instances is 1395.

Final layout:
- In the final layout, the registers with the most flip-flops are regf x512.
- The run gives the fraction of layout instances using a drive strength above 1 as 0.2160.
- The run gives the sequential cell area as 15370 sq um.
- The run puts the number of flip-flops under the largest register name at 512.
- The run puts the count of fill cells added during filler insertion at 3474.
- The run gives the synthesis-to-finish area growth as 14.37%.
- The run puts the combinational cell area excluding buffers and inverters at 7976 sq um.
- The run gives the register with the most flip-flops as regf.

Clocking:
- The run gives the number of buffers inserted by post-CTS setup repair as 0.
- The run puts the total clock sinks at 512.
- TritonCTS built the clock tree.
- The run puts the number of hold buffers added after CTS at 0.
- The run puts the maximum clock insertion buffer count at 3.
- Counting the buffers created by CTS gives roughly 54.
- The clock H-tree reported by CTS has 2 levels.
- The run puts the post-cts gate resize count at 0.
- Per the CTS log, the root buffer master is clkbuf_16.
- The run puts the clock input transition at the sequential cells of the worst setup and hold paths at roughly 0.060 ns.

Floorplan:
- The run gives the die height as 220.3 um.
- The run gives the full die area as 48530 sq um.
- According to the floorplan log, the row count is 79.
- The run gives the I/O pin count as between 100 and 150.
- The run gives the die span in x as 220.3 um.
- In the floorplan report the effective utilization is 0.5096.
- The run gives the area inside the core boundary as between 40000 and 50000 sq um.

Pwr:
- The run puts the power per cell area at 150.8 nW/um^2.
- The run puts the maximum vdd drop at 0.1064 mV.
- The run gives the standby leakage power as around 9.0 nW.

Timing:
- The run gives the final hold violation count as 0.
- The run gives the worst slew slack as a fraction of its limit as 0.4834.
- Summed over all failing endpoints, the final setup total negative slack is 0 ns.
- The run puts the minimum clock period after layout at 7.835 ns.
- For this run, the top clock speed supported by timing is 127.6 MHz.
- The run gives the worst hold margin as 2.624 ns.
- Post-route period utilization is reported as 0.6754.
- The run puts the final setup violation count at 0.
- Setup repair after global routing left no endpoint under its margin.
- The run gives the actual slew at the worst max-slew pin as 0.7731 ns.
- The run gives the max-slew violation total from the final report as 0.

GRT:
- The run gives the all-layer global routing usage as 0.3032.
- The run puts the fraction of met1 tracks used by global routing at 0.4191.
- The run puts the number of global-route vias before repair at 15530.
- The run gives the met3 track demand over resource in global routing as 0.2006.
- The number of antenna violations at the first check in global routing is 1.
- The run puts the met2 track demand over resource in global routing at 0.4364.
- Global routing put the most usage on met2.
- The first global-routing pass estimated 94690 um of wire.
- The run gives the largest net degree at the start of global routing as 87.
- The run puts the leftover overflow at the end of global routing at 0.

Worst setup path:
- The report lists the cells along the critical path as clkbuf_8 -> buf_4 -> buf_4 -> mux4_2 -> a22o_1 -> a221o_1 -> clkdlybuf4s50_1.
- The setup path with the least slack is of type input pin to output pin.
- The longest incremental delay of any stage on the critical path is reported as 0.58 ns.
- STA classifies the critical path endpoint as an output pin.
- The run gives the critical path launch point type as an input pin.
- Among the stages of the critical path, the cell type that occurs most often is buf_4.
- Per the timing report, the biggest fanout along the worst path comes to 48.
- The run gives the slowest library cell on the worst path as buf_4.
- The run gives the data arrival time of the critical path as about 5.5 ns.
- At the worst endpoint, the required time is 9.28 ns.

Route:
- The run puts the residual antenna-violating net count after detailed routing at 0.
- The run puts the remaining routing DRC violations at 0.
- The run puts the ratio of routed vias to standard cells at 6.551.
- The run gives the total via count after detailed routing as 14050.
- The run puts the total wirelength of the detailed-routed design at about 64000 um.
- The run puts the number of diodes added for antenna fixing at 0.
- The run puts the count of TritonRoute iterations in the first routing pass at 26.
- The run gives the count of routing violations after the opening detailed-route iteration as 790.
- The run puts the per-cell routed wire length at between 20 and 30 um.

Placed design:
- In this run the tool buffered the top-level ports with roughly 110 buffer cells.
- The run puts the post-detailed-placement half-perimeter wirelength at 34870 um.
- The congestion estimate from routability-driven global placement came to 0.8558.

Status:
- The flow ran to the end, and the final reports show no timing, DRC or antenna violations.

Flow run:
- The run gives the count of tool warnings as 25.
- Per the run summary, max-cap violations total 0.
-- per-stage QoR --
step | worst slack, ns | cells | cell area, sq um | total power (W) | util
3_3_place_gp | 3.697 | 2047 | 25580 | 0.002507 | 0.5470
4_1_cts | 3.690 | 2144 | 27250 | 0.004143 | 0.5828
2_1_floorplan | 4.854 | 1395 | 23830 | 0.002336 | -
6_report | 3.765 | 2144 | 27250 | 0.004109 | 0.5828
5_1_grt | 3.530 | 2144 | 27250 | 0.004242 | 0.5828
3_5_place_dp | 3.697 | 2047 | 25580 | 0.002509 | 0.5470
-- metal layers --
metal	routed length (um)	vias up	share of wire
li1	-	6034	-
met1	23070	7031	0.36
met2	29940	871	0.47
met3	9442	105	0.15
met4	1575	4	0.025
met5	75	-	0.0012
-- area by class of cell --
class	count	share of cell area
flip-flops and latches	512	0.5642
repair buffers	157	0.05377
clock inverters	28	0.007438
well taps	607	0.02787
clock buffers	69	0.05400
multi-input cells	771	0.2927
-- power by group --
group	leakage, nW	internal [W]	switching, W
clock network	0.826	0.000954	0.000686
registers	4.62	0.00208	0.0000146
logic	3.57	0.000176	0.000204
total	9.02	0.00321	0.000904
-- critical path, delay by kind of cell --
family / cells / cell delay, ns
buffers and inverters: 4 / 2.05
AOI/OAI and AO/OA: 2 / 0.54
muxes: 1 / 0.57
-- cells by family (layout without fill, tap and decap cells) --
| kind of cell | count (synthesis) | after routing | synth area share |
|---|---|---|---|
| muxes | 374 | 374 | 0.2271 |
| DFF | 512 | 512 | 0.6453 |
| AOI/OAI and AO/OA | 280 | 280 | 0.08082 |
| buffers and inverters | 112 | 254 | 0.02563 |
| and+or+nand+nor | 117 | 117 | 0.02116 |
-- worst max path at each step --
| stage | start | endpoint |
|---|---|---|
| 5_1_grt | ars2[1] | rs2[27] |
| 6_report | ars2[1] | rs2[27] |
| 4_1_cts | ars2[1] | rs2[27] |
-- placed cells by master, fill, tap and decap left out, types with 2 or more instances in the layout --
cell             count
nor2_1              21
o211ai_1            19
bufinv_16            3
nand3b_1             3
nor2b_4              2
o21ai_1              5
mux4_2             119
clkbuf_1            12
a22oi_1             36
a21oi_1             33
o21ai_0             52
or3b_2               2
o22ai_1             46
mux2_2              64
nor3_2               4
a22o_1              14
nor3_1               2
clkdlybuf4s50_1    105
nor2b_1              2
edfxtp_1           512
nor2_4              12
o2111ai_1           13
o31ai_1             12
a221o_1             27
mux2i_1            185
a211oi_1            21
and2_2               2
nand2b_1             2
nand2_1             60
clkinv_2            11
clkinv_1            13
clkbuf_16           57
buf_4               48
mux4_1               6
No activity file was given, so power comes from the tool's default toggle rates.
