==> design/flow/run.sh <==
#!/bin/bash
# OpenROAD 26Q1-2900-gdf79404cd8, Yosys 0.63+post, stock flow scripts
make -C /OpenROAD-flow-scripts/flow DESIGN_CONFIG=/design/flow/config.mk WORK_HOME=/design/flow/orfs finish
==> design/flow/constraint.sdc <==
current_design i8mac

set clk_period 21.6
set clk_io_pct 0.2

create_clock -name clk0 -period $clk_period [get_ports {clk}]

set non_clock_inputs [all_inputs -no_clocks]
set_input_delay [expr $clk_period * $clk_io_pct] -clock clk0 $non_clock_inputs
set_output_delay [expr $clk_period * $clk_io_pct] -clock clk0 [all_outputs]
==> design/flow/config.mk <==
export PLATFORM = sky130hd
export DESIGN_NAME = i8mac
export DESIGN_NICKNAME = i8mac
export VERILOG_FILES = /design/flow/design.v
export SDC_FILE = /design/flow/constraint.sdc
export NUM_CORES = 4
export LEC_CHECK = 1
export CORE_UTILIZATION = 50
==> design/flow/design.v <==
`timescale 1ns/1ns
 typedef logic [1:0]         u2_t;
 typedef logic [2:0]         u3_t;
 typedef logic signed [2:0]  s3_t;
 typedef logic [3:0]         u4_t;
 typedef logic signed [3:0]  s4_t;
 typedef logic [4:0]         u5_t;
 typedef logic [5:0]         u6_t;
 typedef logic [6:0]         u7_t;
 typedef logic [7:0]         u8_t;
 typedef logic signed [7:0]  s8_t;
 typedef logic [8:0]         u9_t;
 typedef logic signed [8:0]  s9_t;
 typedef logic [9:0]         u10_t;
 typedef logic signed [9:0]  s10_t;
 typedef logic [10:0]        u11_t;
 typedef logic signed [10:0] s11_t;
 typedef logic [11:0]        u12_t;
 typedef logic signed [11:0] s12_t;
 typedef logic [15:0]        u16_t;
 typedef logic signed [15:0] s16_t;
 typedef logic [16:0]        u17_t;
 typedef logic signed [16:0] s17_t;
 typedef logic [17:0]        u18_t;
 typedef logic signed [17:0] s18_t;
 typedef logic [19:0]        u20_t;
 typedef logic signed [19:0] s20_t;
 typedef logic [21:0]        u22_t;
 typedef logic signed [21:0] s22_t;
 typedef logic [22:0]        u23_t;
 typedef logic [23:0]        u24_t;
 typedef logic signed [23:0] s24_t;
 typedef logic [24:0]        u25_t;
 typedef logic [25:0]        u26_t;
 typedef logic [26:0]        u27_t;
 typedef logic [27:0]        u28_t;
 typedef logic signed [27:0] s28_t;
 typedef logic [28:0]        u29_t;
 typedef logic signed [28:0] s29_t;
 typedef logic [31:0]        u32_t;
 typedef logic signed [31:0] s32_t;
 typedef logic [32:0]        u33_t;
 typedef logic signed [32:0] s33_t;
 typedef logic [33:0]        u34_t;
 typedef logic signed [33:0] s34_t;
 typedef logic [39:0]        u40_t;
 typedef logic [47:0]        u48_t;
 typedef logic signed [47:0] s48_t;
 typedef logic [63:0]        u64_t;
 typedef logic signed [63:0] s64_t;
module i8mac (
  input  logic clk     ,  
  input  logic xreset  ,  
  input  logic aen     ,  
  input  logic acl     ,  
  input  logic rdy     ,  
  input  logic ivalid  ,  
  input  s8_t  in_d    ,  
  input  s8_t  fil_d   ,  
  input  s32_t bias    ,  
  input  s9_t  in_offs ,  
  input  s9_t  out_offs,
  input  u32_t quant,    
  output s8_t  accd    ,  
  output logic acvalid    
);
  s32_t acc;
  s32_t accm;
  s32_t xx;
  u32_t mask, th, rem;
  logic [3:0] aen_d;
  logic cl, en, ben, en1, ben1;
  s8_t  fil_d1;
  s9_t  in_d1;
  s18_t accn;
  s18_t out_mult;
  u8_t  out_shift;
  assign out_mult = quant[31:15];  
  assign out_shift = quant[7:0];
  assign cl = rdy && acl;
  assign en = rdy && aen && ivalid;
  assign ben = rdy && !aen && aen_d[0];
  always@(posedge clk) begin
    in_d1 <= 9'(s9_t'(in_d) + in_offs);
    fil_d1 <= fil_d;
    en1 <= en;
    ben1 <= ben;
  end
  assign accn = in_d1 * s9_t'(fil_d1);
  always@(posedge clk) begin
    if(cl) begin
      acc <= 'd0;
    end else if(en1) begin
      acc <= acc + s32_t'(accn);
    end else if(ben1) begin
      acc <= acc + bias;
    end
  end
  always@(posedge clk) begin
    if(!xreset) begin
      aen_d <= 'd0;
    end else if(rdy) begin
      aen_d <= {aen_d[2:0], aen};
    end
    mask <= (1 << out_shift) - 1;
    th <= (mask >> 1) + (acc < 0);
    if(!xreset) begin
        acvalid <= '0;
    end else if(!aen_d[1] && aen_d[2]) begin		 
        xx <= s48_t'(acc * out_mult) >>> 16;
    end else if(!aen_d[2] && aen_d[3]) begin	 
        accd <= accm < -128 ? -128 : accm > 127 ? 127 : accm[7:0];
        acvalid <= '1;
    end else begin
        acvalid <= '0;
    end
  end
  assign rem = xx & mask;
  assign accm = signed'(((xx >>> out_shift) + out_offs) + ((rem > th)?1:0));
endmodule
==> results.tsv <==
metric	value	unit
Yosys Chip Area	0.0352	sq mm
layout cells sized above 1	0.0400	
Final Skew	0.0121	ns
Final WS setup	10.46	ns
critical path capture point type	flop	
fmax	89.8	MHz
cell total after placement	4919	
Seq share, synth	0.102	
cts bufs inserted	17	
chip height	267	um
First DRT Iteration DRCs	1335	
RSZ-0062 raised after global routing	no	
most frequent logic cell in the layout	inv_1	
number of port buffers	105	
clk latency late pin	0.49	ns
WP data required	21.83	ns
Setup-failing EPs final	0	
Top FF cell, synth	dfxtp_1	
DRC viols	0	
initial antenna violation count	0	
final wirelength	84800	um
Die Span X	267	um
Worst Path Arrival	11.36	ns
nature of the critical path startpoint	input pin	
Max H-tree Level	4	
Slew headroom	0.428	
Tool Warnings	34	
vias in the first global route	26900	
ys async rst share	0	
I/O pins	113	
Final Max Tran Viols	0	
die area	0.0714	sq mm
status	finished clean	
final hold violation count	0	
Pre-Place Util	0.509	
Hold WS	0.461	ns
largest net degree at the start of global routing	51	
Mapped Cells	3993	
syn_area_per_cell	8.81	sq um
vias	26000	
min Tclk post-route	11.14	ns
first-pass iteration count of the detailed router	7	
worst hold start	aen_d[0]	
clock tree buffer depth	2	
TritonCTS clock tree	done	
Area Overhead vs Synth	7.58	%
Via density	5.26	
GRT Total Usage	0.269	
GR peak layer	met1	
Top Layout Cells	inv_1 (787), fa_1 (650), nand2_1 (477)	
Hold WC Path Type	flop to flop	
ys cells	3993	
global route overflow	0	
CORE AREA	0.0691	sq mm
DR WL/cell	17.1	um
CTS root buf	clkbuf_16	
global-route track usage on met3	0.0860	
Post-CTS Setup Repair Bufs	0	
Row Count	96	
GRT met1 Usage	0.409	
Clock Sinks	160	
Worst Path Max Fanout	32	
clock transition at the registers of the reported paths	0.08	ns
post-cts sizing count	0	
Setup crit start	quant[24]	
Tcrit/Tclk final	0.516	
Final HPWL DP	67900	um
maximum capacitance violations	0	
Yosys warnings	1	
Ant. Diodes	0	
Place WS	9.97	ns
Synth Register Bits	160	
met2 GRT Util	0.407	
Reg2Reg Launch Point	acc[13]	
number of enable flip-flop cells	40	
first-pass GRT wire length	140000	um
count of hold-fix buffers inserted at cts	0	
TNS Setup	0	ns
Unique masters post-synth	79	
fin cells	4951	
Tightest Pin Transition	0.856	ns
ANT nets after route	0	
synthesized area	0.0352	sq mm
global placement routability congestion	0.935	
CP Class	input pin to flop	
-- through the flow --
stage                     utilization  cell area, sq um
after detailed placement        0.539             37200
after global routing            0.548             37800
final                           0.548             37800
after CTS                       0.548             37800
after global placement          0.539             37200
after floorplan                     -             35200
-- synthesized netlist by cell type (43+ instances only) --
| cell type | instances | area share |
|---|---|---|
| xor2_1 | 55 | 0.014 |
| nand3_1 | 43 | 0.0061 |
| o21ai_0 | 131 | 0.019 |
| a21o_1 | 60 | 0.013 |
| dfxtp_1 | 120 | 0.068 |
| clkbuf_1 | 155 | 0.017 |
| ha_1 | 284 | 0.10 |
| mux2i_1 | 64 | 0.018 |
| inv_1 | 787 | 0.084 |
| nand2_1 | 477 | 0.051 |
| nor2_1 | 160 | 0.017 |
| xnor2_1 | 107 | 0.027 |
| and2_1 | 261 | 0.046 |
| fa_1 | 650 | 0.37 |
| a21oi_1 | 156 | 0.022 |
-- worst paths after layout --
path              cells past startpoint  slack [ns]     end
setup / recovery                     26       10.46  xx[26]
hold / removal                        2        0.46    ben1
setup reg to reg                     25       14.24  xx[26]
hold reg to reg                       2        0.46    ben1
-- layout make-up --
| cell class | count | area, sq um |
|---|---|---|
| tap | 931 | 1160 |
| timing repair buffer | 169 | 1530 |
| fill | 6395 | 31200 |
| sequential | 160 | 3610 |
| inverter | 793 | 2980 |
| clock inverter | 15 | 204 |
| multi-input combinational | 2866 | 27900 |
| clock buffer | 17 | 425 |
-- routing by layer --
layer	wire length, um	vias up
li1	-	12500
met1	37900	12700
met2	38900	679
met3	6310	92
met4	1730	0
met5	0	-
-- logic make-up (layout without fill, tap and decap cells) --
group	Yosys count	count (layout)	share of synthesized area
xor+xnor	162	162	0.0403
mux	99	99	0.0304
buf+inv	967	994	0.103
flops	160	160	0.102
simple gates	1114	1114	0.152
fa+ha+maj	934	934	0.471
compound gates	557	557	0.101
-- sequential cells by signal, indices dropped and copies added, names as in the netlist --
name,flops
acc,32
mask,32
th,32
xx,32
in_d1,9
accd,8
fil_d1,8
aen_d,4
acvalid,1
ben1,1
en1,1
-- critical path, stage by stage --
cell	delay [ns]
clkdlybuf4s50_1	0.46
buf_4	0.43
nand2_1	0.16
fa_1	0.55
inv_1	0.05
fa_1	0.49
inv_1	0.06
fa_1	0.53
inv_1	0.05
fa_1	0.50
inv_1	0.06
fa_1	0.47
inv_1	0.05
fa_1	0.43
ha_1	0.33
a21oi_1	0.26
a21boi_0	0.17
o2111ai_1	0.26
a21oi_1	0.13
a21oi_1	0.24
o21bai_1	0.18
a31o_2	0.30
a311o_1	0.38
a21o_1	0.21
a21oi_1	0.18
xnor2_1	0.11
